==> /design/flow/config.mk <==
export PLATFORM = sky130hd
export DESIGN_NAME = ID_EX
export DESIGN_NICKNAME = ID_EX
export VERILOG_FILES = /design/flow/design.v
export SDC_FILE = /design/flow/constraint.sdc
export NUM_CORES = 4
export LEC_CHECK = 1
export CORE_UTILIZATION = 40
==> /design/flow/run.sh <==
#!/bin/bash
# OpenROAD 26Q1-2900-gdf79404cd8, Yosys 0.63+post, stock flow scripts
make -C /OpenROAD-flow-scripts/flow DESIGN_CONFIG=/design/flow/config.mk WORK_HOME=/design/flow/orfs finish
==> /design/flow/design.v <==
`timescale 1ns / 1ps
module pipelinedprocessor(input clk, reset);
    wire [31:0] instr, pc, reg1, reg2;
    wire [4:0] rs, rt, rd;
    wire reg_write;
    reg [31:0] reg_file [0:31];
    integer i;
    initial begin
        for (i = 0; i < 32; i = i + 1) reg_file[i] = i;
    end
    IF_Stage IF_Stage_U (clk, reset, instr, pc);
    wire [31:0] instr_ID;
    IF_ID IF_ID_U (clk, instr, instr_ID);
    ID_Stage ID_Stage_U (instr_ID, rs, rt, rd);
    assign reg1 = reg_file[rs];
    assign reg2 = reg_file[rt];
    wire [31:0] reg1_EX, reg2_EX;
    wire [4:0] rd_EX;
    wire [3:0] alu_op;
    wire mem_read, mem_write;
    ID_EX ID_EX_U (clk, reg1, reg2, rd, alu_op, mem_read, mem_write, reg1_EX, reg2_EX, rd_EX);
    wire [31:0] alu_result_EX;
    EX_Stage EX_Stage_U (reg1_EX, reg2_EX, alu_op, alu_result_EX);
    wire [31:0] alu_result_MEM;
    EX_MEM EX_MEM_U (clk, alu_result_EX, mem_read, mem_write, alu_result_MEM);
    wire [31:0] mem_data_MEM;
    MEM_Stage MEM_Stage_U (clk, mem_read, mem_write, alu_result_MEM, reg2_EX, mem_data_MEM);
    wire [31:0] mem_data_WB;
    MEM_WB MEM_WB_U (clk, mem_data_MEM, mem_data_WB);
    wire [4:0] write_reg;
    wire [31:0] write_back_data;
    WB_Stage WB_Stage_U (mem_data_WB, rd_EX, reg_write, write_reg, write_back_data);
    always @(posedge clk) begin
        if (reg_write) begin
            reg_file[write_reg] <= write_back_data;
        end
    end
endmodule
module ID_EX (
    input clk,
    input [31:0] reg1_in, reg2_in,
    input [4:0] rd_in,
    input [3:0] alu_op_in,
    input mem_read_in, mem_write_in,
    output reg [31:0] reg1_out, reg2_out,
    output reg [4:0] rd_out,
    output reg [3:0] alu_op_out,
    output reg mem_read_out, mem_write_out
);
    always @(posedge clk) begin
        reg1_out <= reg1_in;
        reg2_out <= reg2_in;
        rd_out <= rd_in;
        alu_op_out <= alu_op_in;
        mem_read_out <= mem_read_in;
        mem_write_out <= mem_write_in;
    end
endmodule
module EX_MEM (
    input clk,
    input [31:0] alu_result_in,
    input mem_read_in, mem_write_in,
    output reg [31:0] alu_result_out,
    output reg mem_read_out, mem_write_out
);
    always @(posedge clk) begin
        alu_result_out <= alu_result_in;
        mem_read_out <= mem_read_in;
        mem_write_out <= mem_write_in;
    end
endmodule
module MEM_WB (
    input clk,
    input [31:0] mem_data_in,
    output reg [31:0] mem_data_out
);
    always @(posedge clk) begin
        mem_data_out <= mem_data_in;
    end
endmodule
==> /design/flow/constraint.sdc <==
current_design ID_EX

set clk_period 1.0
set clk_io_pct 0.2

create_clock -name clk0 -period $clk_period [get_ports {clk}]

set non_clock_inputs [all_inputs -no_clocks]
set_input_delay [expr $clk_period * $clk_io_pct] -clock clk0 $non_clock_inputs
set_output_delay [expr $clk_period * $clk_io_pct] -clock clk0 [all_outputs]
==> results.py <==
# Flow results
metrics = {
    "outcome": {
        "status": "did not finish",
        "haltStage": "detailed placement (3_5_place_dp)",
        "error_line": "[ERROR DPL-0036] Detailed placement failed.",
    },
    "synth": {
        "syn_area_sq_um": 1500,
        "netlist_instances": 75,
        "syn_area_per_cell_sq_um": 20.0,
        "synth_cell_type_count": 1,
        "ys_ff": 75,
        "yosys_area_sq_um": 1500,
        "yosys_warnings": 1,
        "synth_seq_share_pct": 100,
        "yosys-stat-cells": 75,
    },
    "floorplanning": {
        "fp_util_pct": 43.3,
        "die_y_microns": 63.3,
        "die_w_microns": 63.3,
        "num_rows": 21,
        "ios": 151,
    },
    "placement": {
        "gp_congestion": 0.694,
        "port_buffers": 150,
    },
}
-- stage by stage --
stage	hold WS [ps]	instances	power [W]	instance area [sq um]
after floorplan	228	75	0.00321	1500
after global placement	650	271	0.00380	3060
-- kinds of logic after synthesis --
kind of cell	share of synthesized area (%)
DFF	100
-- synth_stat cells --
master    n  area share (%)
dfxtp_1  75             100
Power and IR drop assume default switching activity.
